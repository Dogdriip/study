## design.v

```verilog
module sync_bcd_counter(Q8, Q4, Q2, Q1, TQ1, Clk, Rst_b);
  output Q8, Q4, Q2, Q1;   
  input TQ1, Clk, Rst_b;   
  wire TQ2, TQ4, TQ8;   
  wire Q8Q1, Q4Q2Q1;   
  and
    G1(Q8Q1, Q8, Q1),
    G2(Q4Q2Q1, Q4, Q2, Q1);
  and
    G3(TQ2, ~Q8, Q1),   
    G4(TQ4, Q2, Q1);   
  or G5(TQ8, Q8Q1, Q4Q2Q1);   
  Toggle_flip_flop F1 (Q1, TQ1, Clk, Rst_b);
  Toggle_flip_flop F2 (Q2, TQ2, Clk, Rst_b);
  Toggle_flip_flop F3 (Q4, TQ4, Clk, Rst_b);
  Toggle_flip_flop F4 (Q8, TQ8, Clk, Rst_b);
endmodule
module Toggle_flip_flop (Q, T, Clk, Rst_b);
	output Q;   
	input T, Clk, Rst_b;   
	reg Q;
	always @ (posedge Clk, negedge Rst_b)   
	  if (Rst_b == 0) Q <= 1'b0;   
	  else if (T) Q <= ~Q;   
endmodule
```

## run.sh

```bash
#!/bin/bash
# OpenROAD 26Q1-2900-gdf79404cd8, Yosys 0.63+post, stock flow scripts
make -C /OpenROAD-flow-scripts/flow DESIGN_CONFIG=/design/flow/config.mk WORK_HOME=/design/flow/orfs finish
```

## config.mk

```make
export PLATFORM = sky130hd
export DESIGN_NAME = sync_bcd_counter
export DESIGN_NICKNAME = sync_bcd_counter
export VERILOG_FILES = /design/flow/design.v
export SDC_FILE = /design/flow/constraint.sdc
export NUM_CORES = 4
export LEC_CHECK = 1
export CORE_AREA = 10 10 70 70
export DIE_AREA = 0 0 80 80
```

## constraint.sdc

```tcl
current_design sync_bcd_counter

set clk_period 1.2
set clk_io_pct 0.2

create_clock -name clk0 -period $clk_period [get_ports {Clk}]

set non_clock_inputs [all_inputs -no_clocks]
set_input_delay [expr $clk_period * $clk_io_pct] -clock clk0 $non_clock_inputs
set_output_delay [expr $clk_period * $clk_io_pct] -clock clk0 [all_outputs]
```

==> flow_summary.json <==
{
  "status": "finished, final reports clean",
  "drt.antenna.violating_nets": 0,
  "edf_count": 0,
  "finalWeightedCongestion": 0.6806,
  "path_max_fanout": 3,
  "ys_sh_xor": 0.1736,
  "clkPwrFrac": 0.230,
  "cap_violations": 0,
  "cp_slowest_cell": "dfrtp_1",
  "drtIter0Drc": 1,
  "grt_pass1_vias": 159,
  "required_ns": 0.96,
  "cts_sinks": 4,
  "antenna_found_initial": 0,
  "diodes": 0,
  "path_clk_slew_ns": 0.04,
  "clockRootBuffer": "clkbuf_4",
  "ff_type": "dfrtp_1",
  "peakVddDrop_uv": 848.1,
  "async_reset_ff_frac": 1.000,
  "ys_cells": 12,
  "top_cell": "dfrtp_1",
  "p_leak_nw": 0.1264,
  "cp.buffers_inverters": 1,
  "yosys_area_um2": 151.4,
  "cts_buffers": 3,
  "start_kind": "flop",
  "coreArea_mm2": 0.003416,
  "end_kind": "output port",
  "ys_sh_simple": 0.1322,
  "cts_buffer_depth": 2,
  "clock_skew_ns": 0.0007142,
  "logic_area_um2": 51.30,
  "hold_viol_final": 0,
  "mappedNetlistArea_um2": 151.4,
  "num_vias": 130,
  "logic_family": "XOR/XNOR gates",
  "area_growth_pct": 104.1,
  "synthTopCellsByArea": "dfrtp_1 66%, xnor2_1 12%, nand2b_1 8.3%",
  "die_x_um": 80,
  "p_comb_frac": 0.449,
  "adder_share": 0,
  "p_switching_uw": 217.7,
  "rsz0062_at_grt": "no",
  "holdBufCountCts": 0,
  "clk_latency_ns": 0.23,
  "openroad.warnings": 25,
  "cts_tree": "built",
  "wl_um": 437,
  "grt_max_degree": 5,
  "fp-utilization": 0.04432,
  "htreeDepth": 1,
  "largest_area_cell": "dfrtp_1",
  "first_pass_iters": 2,
  "regArea_um2": 100.1,
  "syn_avg_cell_area_um2": 12.62,
  "fin_crit_ns": 1.129,
  "die_y_um": 80,
  "ys_sh_mux": 0,
  "die-area_mm2": 0.006400,
  "finalClockPeriodUsage": 0.9410,
  "synth_flops": 4,
  "wire_per_inst_um": 6.243,
  "grt_usage": 0.01484,
  "yosys-top-cells-count": "4 x dfrtp_1, 2 x nand2_1, 2 x nand2b_1, 2 x xnor2_1",
  "final_max_slew_viol_count": 0,
  "synth_cell_types": 6,
  "drive_above_1_share": 0.2500,
  "fmax_mhz": 885.6,
  "path_cells": "dlygate4sd2_1",
  "ys_sh_aoi": 0.03306,
  "synth_top_area_share": 0.6612,
  "fin_setup_tns_ns": 0,
  "critical_path_class": "reg -> out",
  "p_sw_frac": 0.2963,
  "grt_pass1_wl_um": 676,
  "seq_area_frac_synth": 0.6612,
  "p_total_uw": 734.5,
  "ios": 7,
  "final-setup-viol-count": 0,
  "hp-class": "in -> async",
  "critical_path.top_delay_family": "flip-flops",
  "pwr-share-seq": 0.322,
  "overflow": 0,
  "drc_errors": 0,
  "p_per_area_mw_per_mm2": 2377,
  "relSlewSlack": 0.8739,
  "syn_inst": 12,
  "rows": 21,
  "slowest_delay_ns": 0.38,
  "tightest_slew_ns": 0.1886,
  "vias_per_cell": 1.857,
  "fillers": 410,
  "synth_warnings": 1,
  "io_buffers": 6,
  "crit_arrival_ns": 0.89,
  "p_int_uw": 516.9
}
-- cells in the final DEF, fill, tap and decap left out --
master	netlist	layout
nand2b_1	2	2
buf_4	0	3
xnor2_1	2	2
clkdlybuf4s50_1	0	2
o21ai_1	1	1
dlygate4sd2_1	0	4
dfrtp_1	4	4
clkbuf_4	0	3
nand2_1	2	2
xor2_1	1	1
-- cells by family (layout without fill, tap and decap cells) --
| kind of cell | after synthesis | in the layout |
|---|---|---|
| flip-flops | 4 | 4 |
| AND/OR/NAND/NOR | 4 | 4 |
| AND-OR/OR-AND | 1 | 1 |
| XOR/XNOR | 3 | 3 |
| buffers and inverters | 0 | 12 |
-- layout make-up --
cell class,count,share of cell area
multi-input combinational,8,0.1660
timing repair buffer,9,0.2510
sequential,4,0.3239
tap,46,0.1862
clock buffer,3,0.07287
-- worst paths after layout --
path	cells past startpoint	slack, ns	startpoint	to
max	1	0.07	F4.Q	Q8
min	1	0.21	Rst_b	F1.Q
max reg2reg	3	0.37	F1.Q	F4.Q
min reg2reg	2	0.53	F4.Q	F4.Q
max in group asynchronous	1	0.82	Rst_b	F3.Q
min in group clk0	2	0.53	F4.Q	F4.Q
-- timing repair --
action	4_1_cts	5_1_grt
endpoints found under the hold margin	0	0
resized	4	0
buffers inserted	1	0
endpoints found under the setup margin	4	0
-- state kept, by name (all words and copies together), names as in the netlist --
| register | flops |
|---|---|
| F4.Q | 1 |
| F2.Q | 1 |
| F1.Q | 1 |
| F3.Q | 1 |
-- power groups by stage --
stage | sequential, mW | combinational [mW] | clock [mW]
CTS | 0.237 | 0.334 | 0.173
global route | 0.244 | 0.368 | 0.187
finish | 0.236 | 0.330 | 0.169
-- layer usage --
| layer | track usage | wire length (µm) | up-vias |
|---|---|---|---|
| li1 | - | - | 64 |
| met1 | 0.02200 | 271 | 57 |
| met2 | 0.01124 | 95 | 9 |
| met3 | 0.01818 | 70 | 0 |
| met4 | 0.001761 | 0 | 0 |
| met5 | 0 | 0 | - |
-- metrics by stage --
step	std cells	worst slack (ns)	area [µm²]	hold slack, ns	util
floorplan	12	0.4546	151.4	-0.05559	-
global placement	66	0.09655	284.0	0.4499	0.08315
detailed placement	66	0.08071	284.0	0.4618	0.08315
CTS	70	0.06131	309.0	0.2113	0.09048
global route	70	0.03201	309.0	0.2149	0.09048
finish	70	0.07079	309.0	0.2105	0.09048
Power and IR drop assume default switching activity.
