===== design.v =====
module four_bit_comparator(A_lt_B, A_gt_B, A_eq_B, A, B);
  output A_lt_B, A_gt_B, A_eq_B;
  input [3:0] A, B;
  wire A3n, B3n, A2n, B2n, A1n, B1n, A0n, B0n, x01, x02, x11, x12, x21, x22, x31, x32, x0, x1, x2, x3, w1, w2, w3, w4, w5, w6;
  not 
    G1(A3n, A[3]),
    G2(B3n, B[3]),
    G3(A2n, A[2]),
    G4(B2n, B[2]),
    G5(A1n, A[1]),
    G6(B1n, B[1]),
    G7(A0n, A[0]),
    G8(B0n, B[0]);
  and
    G9(x01, A[0], B0n),
    G10(x02, A0n, B[0]),
    G11(x11, A[1], B1n),
    G12(x12, A1n, B[1]),
    G13(x21, A[2], B2n),
    G14(x22, A2n, B[2]),
    G15(x31, A[3], B3n),
    G16(x32, A3n, B[3]);
  nor
    G17(x0, x01, x02),
    G18(x1, x11, x12),
    G19(x2, x21, x22),
    G20(x3, x31, x32);
  and
    G21(A_eq_B, x0, x1, x2, x3),
    G22(w1, x01, x1, x2, x3),
    G23(w2, x02, x1, x2, x3),
    G24(w3, x11, x2, x3),
    G25(w4, x12, x2, x3),
    G26(w5, x21, x3),
    G27(w6, x22, x3);
  or
    G28(A_gt_B, w1, w3, w5, x31),
    G29(A_lt_B, w2, w4, w6, x32);
endmodule

===== run.sh =====
#!/bin/bash
# OpenROAD 26Q1-2900-gdf79404cd8, Yosys 0.63+post, stock flow scripts
make -C /OpenROAD-flow-scripts/flow DESIGN_CONFIG=/design/flow/config.mk WORK_HOME=/design/flow/orfs finish

===== config.mk =====
export PLATFORM = sky130hd
export DESIGN_NAME = four_bit_comparator
export DESIGN_NICKNAME = four_bit_comparator
export VERILOG_FILES = /design/flow/design.v
export SDC_FILE = /design/flow/constraint.sdc
export NUM_CORES = 4
export LEC_CHECK = 1
export CORE_AREA = 10 10 70 70
export DIE_AREA = 0 0 80 80

===== constraint.sdc =====
current_design four_bit_comparator

set clk_period 1.1
set clk_io_pct 0.2

create_clock -name clk0 -period $clk_period

set non_clock_inputs [all_inputs -no_clocks]
set_input_delay [expr $clk_period * $clk_io_pct] -clock clk0 $non_clock_inputs
set_output_delay [expr $clk_period * $clk_io_pct] -clock clk0 [all_outputs]

==> run summary <==
Critical path origin = A[3]
Fmax = 0.9058 GHz
Warnings from Yosys = 0
Total routed wirelength = 594 µm
Max Fanout on Critical Path = 3
Starting density of the core = 5.092%
Power density over the cells = 327.6 nW/µm²
Number of fill cells = 387
GRT Util Overall = 1.778%
Post-synthesis sequential area ratio = 0%
Headroom to the max-slew limit = 92.28%
TNS Setup = -0.004026 ns
Largest net degree at the start of global routing = 4
Worst Setup Path Type = in -> out
Area grow syn2layout = 171.2%
RSZ-0062 raised after global routing = yes
Crit path launch type = primary input
Via count = 201
Tcrit/Tclk final = 100.4%
Worst slack, placed = -0.9077 ns
# setup viols final = 1
Via density per instance = 2.365
Reg area = 0 µm²
PortBufs = 11
CP endpoint = A_gt_B
Unique masters post-synth = 7
Clock buffers = 0
Layout cells sized above 1 = 84.62%
Chip Area, Yosys = 173.9 µm²
Status = finished, violations left
Congestion Overflow GR = 0
CP endpoint kind = output pin
Die area = 6400 µm²
Sequential cell count = 0
Maximum VDD drop = 0.00004476 V
Area of the mapped netlist = 173.9 µm²
Vias in the first global route = 216
Die width = 80 µm
DR DRC count = 0
Tmin final = 1.104 ns
Drt initial violations = 7
Dpl hpwl = 490.3 µm
Final worst setup slack = -0.004026 ns
Rows = 21
Core outline area = 3416 µm²
Failing checks = setup timing
Post-CTS Setup Inserts = 0
Worst min path class = in -> out
Required time of the worst setup path = 0.88 ns
Warning total across the stage logs = 38
Average wire per standard cell = 6.988 µm
ANT nets after route = 0
Number of max-cap violations = 0
Leakage Power = 0.1994 nW
# Cells Yosys = 25
# diodes = 0
Synthesized area per cell = 6.957 µm²
Worst Tran Pin Value = 0.1158 ns
Data arrival, critical path = 0.88 ns
Max-slew violation count = 0
Initial antenna violation count = 0
Die Span Y = 80 µm
Boundary Pins = 11
Pre-antenna DRT Iters = 2
First-pass GRT wire length = 945 µm
GP Congestion = 0.6896
Cell count after synthesis = 25
Final Hold Viols = 0
[cells in the final DEF (no fill, tap or decap)]
| cell type | instances |
|---|---|
| nor2_2 | 1 |
| inv_1 | 4 |
| o21ai_2 | 2 |
| nand2_1 | 1 |
| nand2_4 | 1 |
| ha_1 | 1 |
| inv_2 | 2 |
| a21oi_2 | 4 |
| ha_2 | 1 |
| inv_4 | 2 |
| buf_2 | 6 |
| buf_4 | 1 |
| buf_6 | 4 |
| buf_8 | 3 |
| ha_4 | 6 |
[power breakdown]
group | internal, W | total (W) | switching, W
clock network | 0 | 0 | 0
registers | 0 | 0 | 0
logic | 0.0000890 | 0.000155 | 0.0000655
total | 0.0000890 | 0.000155 | 0.0000655
[synthesized netlist by cell type (all sizes together)]
| master | n | area [µm²] |
|---|---|---|
| inv | 8 | 30.03 |
| a21oi | 4 | 20.02 |
| o21ai | 2 | 10.01 |
| nor2 | 1 | 3.750 |
| ha | 8 | 100.1 |
| nand2 | 2 | 10.01 |
[layer usage]
metal  global-route usage [%]  vias up  routed length (µm)
met4                        0        0                   0
met1                    1.978       89                 259
met5                        0        -                   0
li1                         -      107                   -
met3                   0.2273        0                  31
met2                    3.612        5                 303
[repair_timing]
action                     4_1_cts  5_1_grt
setup endpoints to repair        3        3
pin swaps                       12        5
hold buffers                     0        0
gates resized                   71        6
[area by class of cell]
cell class	count	area [µm²]	share of cell area, %
Inverter	8	35.03	7.427
Multi-Input combinational cell	17	251.5	53.32
Tap cell	46	57.56	12.20
Timing Repair Buffer	14	127.6	27.06
[worst min path at each step]
stage	startpoint	endpoint	slack, ns	cells past startpoint
4_1_cts	B[3]	A_lt_B	0.83	5
5_1_grt	B[3]	A_lt_B	0.83	5
6_report	B[3]	A_lt_B	0.80	5
[critical path: stages]
cell	delay, ns
buf_8	0.08
inv_4	0.03
ha_4	0.28
nand2_4	0.06
o21ai_2	0.11
buf_2	0.11
[logic make-up after synthesis]
family          count (synthesis)  synth area share [%]
compound gates                  6                 17.27
fa+ha+maj                       8                 57.56
buf+inv                         8                 17.27
simple gates                    3                 7.912
[stage by stage]
stage / hold WS (ns) / util (%) / total power (W) / cell area [µm²] / std cells
5_1_grt: 0.8309 / 13.81 / 0.0001715 / 471.7 / 85
4_1_cts: 0.8289 / 13.04 / 0.0001426 / 445.4 / 85
3_3_place_gp: 1.644 / 10.66 / 0.0001046 / 364.1 / 85
3_5_place_dp: 1.642 / 10.66 / 0.0001066 / 364.1 / 85
6_report: 0.7998 / 13.81 / 0.0001545 / 471.7 / 85
2_1_floorplan: 0.6128 / - / 0.00003838 / 173.9 / 25
Power and IR drop assume default switching activity.
